File: /design/flow/config.mk
export PLATFORM = sky130hd
export DESIGN_NAME = IOTDF
export DESIGN_NICKNAME = IOTDF
export VERILOG_FILES = /design/flow/design.v
export SDC_FILE = /design/flow/constraint.sdc
export NUM_CORES = 4
export LEC_CHECK = 1
export CORE_UTILIZATION = 40
File: /design/flow/constraint.sdc
current_design IOTDF

set clk_period 8.7
set clk_io_pct 0.2

create_clock -name clk0 -period $clk_period [get_ports {clk}]

set non_clock_inputs [all_inputs -no_clocks]
set_input_delay [expr $clk_period * $clk_io_pct] -clock clk0 $non_clock_inputs
set_output_delay [expr $clk_period * $clk_io_pct] -clock clk0 [all_outputs]
File: /design/flow/design.v
`timescale 1ns/10ps
module IOTDF( clk, rst, in_en, iot_in, fn_sel, busy, valid, iot_out);
input          clk;
input          rst;
input          in_en;
input  [7:0]   iot_in;
input  [2:0]   fn_sel;
output         busy;
output         valid;
output reg [127:0] iot_out;
parameter GETDATA = 3'b000;
parameter Fun1 = 3'b001;
parameter Fun2 = 3'b010;
parameter Fun3 = 3'b011;
parameter Fun4 = 3'b100;
parameter Fun5 = 3'b101;
parameter Fun6 = 3'b110;
parameter Fun7 = 3'b111;
reg f1_ret, f2_ret, f3_ret, f4_ret, f5_ret, f6_ret, f7_ret, hold;
reg cin_0, cin_1, cin_2, cin_3, cin_4, cin_5, cin_6, cin_7, cin_8, cin_9, cin_10, cin_11, cin_12, cin_13, cin_14, cin_15, cin;
reg excludeable, extractable, peak_change;
reg [1:0] shift;
reg [7:0] compare1, compare2, iot_max_8_bit, iot_previous_8_bit;
reg [2:0] state, nextState;
reg [3:0] ith_cycle, MSB3;
reg [6:0] dataset_num;  
reg [7:0] adder1, adder2;
wire [8:0] adder;
wire compare, getdata, equal, extract, exclude, avg;
wire [3:0] F4_low, F4_high, F5_low, F5_high;
assign compare = compare1 > compare2;
assign equal = (compare1 == compare2);
assign adder = adder1 + adder2 + cin;
assign busy = hold;
assign getdata = (state == GETDATA);
assign extract = (fn_sel == 4);
assign exclude = (fn_sel == 5);
assign avg     = (fn_sel == 3);
assign F4_low = 6;
assign F4_high = 10;
assign F5_low = 7;
assign F5_high = 11;
assign valid = (f1_ret && (fn_sel == 1)) || (f2_ret&& (fn_sel == 2)) || (f3_ret&& (fn_sel == 3)) || (f4_ret&& (fn_sel == 4)) || (f5_ret&& (fn_sel == 5)) || (f6_ret&& (fn_sel == 6)) || (f7_ret&& (fn_sel == 7));
always@(posedge clk)begin
	if(rst)
		hold <= 0;
	else if((fn_sel == 3)&&(dataset_num[2:0] == 7 && ith_cycle == 14)&& in_en)
		hold <= 1;
	else if((fn_sel == 3)&&(dataset_num[2:0] == 7 && ith_cycle == 14)&& !in_en)
		hold <= 0;
	else
		hold <= hold;
end
always@(posedge clk)begin
	if(rst || ith_cycle == 15)
		shift <= 0;
	else if(shift == 1 || shift == 2)
		shift <= shift;
	else
		case(state)
			Fun1:begin
				if(equal)
					shift <= shift;
				else if(compare)
					shift <= 2;
				else
					shift <= 1;
			end
			Fun2:begin
				if(equal)
					shift <= shift;
				else if(compare)
					shift <= 1;
				else
					shift <= 2;
			end
			Fun6:begin
				if(equal)
					shift <= shift;
				else if(compare)
					shift <= 2;
				else
					shift <= 1;
			end
			Fun7:begin
				if(equal)
					shift <= shift;
				else if(compare)
					shift <= 1;
				else
					shift <= 2;
			end
		endcase
end
always@(state, fn_sel, ith_cycle)begin
	case(state)
		GETDATA:begin
			if(ith_cycle == 15)
				case(fn_sel)
					1:nextState = Fun1;
					2:nextState = Fun2;
					3:nextState = Fun3;
					4:nextState = Fun4;
					5:nextState = Fun5;
					6:nextState = Fun6;
					7:nextState = Fun7;
					default: nextState = Fun1;
				endcase
			else
				nextState = GETDATA;
		end
		Fun1, Fun2:begin
			if(dataset_num[2:0] == 7 && ith_cycle == 15)begin
					nextState = GETDATA;
				end
			else if(state == Fun1)
				nextState = Fun1;
			else
				nextState = Fun2;
		end
		Fun3:begin
			if(dataset_num[2:0] == 7 && ith_cycle == 15 && !in_en)begin
					nextState = GETDATA;
			end
			else
				nextState = Fun3;
		end
		Fun4:
			nextState = Fun4;
		Fun5:
			nextState = Fun5;
		Fun6:
			nextState = Fun6;
		Fun7:
			nextState = Fun7;
		default:
			nextState = 0;
	endcase
end
always@(posedge clk)begin
	if(rst)
		state <= 0;
	else
		state <= nextState;
end
always@(posedge clk)begin
	if(rst)begin
		extractable <= 0;
		excludeable <= 0;
		MSB3 <= 0;
		cin_0 <= 0;
		cin_1 <= 0;
		cin_2 <= 0;
		cin_3 <= 0;
		cin_4 <= 0;
		cin_5 <= 0;
		cin_6 <= 0;
		cin_7 <= 0;
		cin_8 <= 0;
		cin_9 <= 0;
		cin_10 <= 0;
		cin_11 <= 0;
		cin_12 <= 0;
		cin_13 <= 0;
		cin_14 <= 0;
		cin_15 <= 0;
	end
	else
		case(ith_cycle)
			0:begin
				if(getdata || extract || exclude)
					iot_out[127:120] <= iot_in;
				else if(avg)begin
					iot_out[127:120] <= adder[7:0];
					MSB3 <= MSB3 + adder[8];
				end
				else	
					iot_out[127:120] <= iot_out[127:120];
				iot_max_8_bit <= iot_in;
				iot_previous_8_bit <= iot_in;
			end
			1:begin 
				if(getdata || extract || exclude)
					iot_out[119:112] <= iot_in;
				else if(shift == 1)begin
					iot_out[119:112] <= iot_in;
					iot_out[127:120] <= iot_previous_8_bit;
				end
				else if(avg)begin
					iot_out[119:112] <= adder[7:0];
					cin_1 <= adder[8];
				end
				else
					iot_out[119:112] <= iot_out[119:112];
				if(extract)begin
					if(iot_out[127:124] <= F4_high && iot_out[127:124] > F4_low)
						extractable <= 1;
					else
						extractable <= 0;
				end
				if(exclude)begin
					if(iot_out[127:124] <= F5_low || iot_out[127:124] > F5_high)
						excludeable <= 1;
					else
						excludeable <= 0;
				end
				iot_previous_8_bit <= iot_in;
			end
			2:begin
				if(getdata || extract || exclude)
					iot_out[111:104] <= iot_in;
				else if(shift == 1)begin
					iot_out[111:104] <= iot_in;
					iot_out[119:112] <= iot_previous_8_bit;
				end
				else if(avg)begin
					iot_out[111:104] <= adder[7:0];
					cin_2 <= adder[8];
				end
				else
					iot_out[111:104] <= iot_out[111:104];
				iot_previous_8_bit <= iot_in;
			end
			3:begin
				if(getdata || extract || exclude)
					iot_out[103:96] <= iot_in;
				else if(shift == 1)begin
					iot_out[103:96] <= iot_in;
					iot_out[111:104] <= iot_previous_8_bit;
				end
				else if(avg)begin
					iot_out[103:96] <= adder[7:0];
					cin_3 <= adder[8];
				end
				else
					iot_out[103:96] <= iot_out[103:96];
				iot_previous_8_bit <= iot_in;
			end
			4:begin
				if(getdata || extract || exclude)
					iot_out[95:88] <= iot_in;
				else if(shift == 1)begin
					iot_out[95:88] <= iot_in;
					iot_out[103:96] <= iot_previous_8_bit;
				end
				else if(avg)begin
					iot_out[95:88] <= adder[7:0];
					cin_4 <= adder[8];
				end
				else
					iot_out[95:88] <= iot_out[95:88];
				iot_previous_8_bit <= iot_in;
			end
			5:begin
				if(getdata || extract || exclude)
					iot_out[87:80] <= iot_in;
				else if(shift == 1)begin
					iot_out[87:80] <= iot_in;
					iot_out[95:88] <= iot_previous_8_bit;
				end
				else if(avg)begin
					iot_out[87:80] <= adder[7:0];
					cin_5 <= adder[8];
				end
				else
					iot_out[87:80] <= iot_out[87:80];
				iot_previous_8_bit <= iot_in;
			end
			6:begin
				if(getdata || extract || exclude)
					iot_out[79:72] <= iot_in;
				else if(shift == 1)begin
					iot_out[79:72] <= iot_in;
					iot_out[87:80] <= iot_previous_8_bit;
				end
				else if(avg)begin
					iot_out[79:72] <= adder[7:0];
					cin_6 <= adder[8];
				end
				else
					iot_out[79:72] <= iot_out[79:72];
				iot_previous_8_bit <= iot_in;
			end
			7:begin 
				if(getdata || extract || exclude)
					iot_out[71:64] <= iot_in;
				else if(shift == 1)begin
					iot_out[71:64] <= iot_in;
					iot_out[79:72] <= iot_previous_8_bit;
				end
				else if(avg)begin
					iot_out[71:64] <= adder[7:0];
					cin_7 <= adder[8];
				end
				else
					iot_out[71:64] <= iot_out[71:64];
				iot_previous_8_bit <= iot_in;
			end
			8:begin
				if(getdata || extract || exclude)
					iot_out[63:56] <= iot_in;
				else if(shift == 1)begin
					iot_out[63:56] <= iot_in;
					iot_out[71:64] <= iot_previous_8_bit;
				end
				else if(avg)begin
					iot_out[63:56] <= adder[7:0];
					cin_8 <= adder[8];
				end
				else
					iot_out[63:56] <= iot_out[63:56];
				iot_previous_8_bit <= iot_in;
			end
			9:begin
				if(getdata || extract || exclude)
					iot_out[55:48] <= iot_in;
				else if(shift == 1)begin
					iot_out[55:48] <= iot_in;
					iot_out[63:56] <= iot_previous_8_bit;
				end
				else if(avg)begin
					iot_out[55:48] <= adder[7:0];
					cin_9 <= adder[8];
				end
				else
					iot_out[55:48] <= iot_out[55:48];
				iot_previous_8_bit <= iot_in;
			end
			10:begin
				if(getdata || extract || exclude)
					iot_out[47:40] <= iot_in;
				else if(shift == 1)begin
					iot_out[47:40] <= iot_in;
					iot_out[55:48] <= iot_previous_8_bit;
				end
				else if(avg)begin
					iot_out[47:40] <= adder[7:0];
					cin_10 <= adder[8];
				end
				else
					iot_out[47:40] <= iot_out[47:40];
				iot_previous_8_bit <= iot_in;
			end
			11:begin
				if(getdata || extract || exclude)
					iot_out[39:32] <= iot_in;
				else if(shift == 1)begin
					iot_out[39:32] <= iot_in;
					iot_out[47:40] <= iot_previous_8_bit;
				end
				else if(avg)begin
					iot_out[39:32] <= adder[7:0];
					cin_11 <= adder[8];
				end
				else
					iot_out[39:32] <= iot_out[39:32];
				iot_previous_8_bit <= iot_in;
			end
			12:begin
				if(getdata || extract || exclude)
					iot_out[31:24] <= iot_in;
				else if(shift == 1)begin
					iot_out[31:24] <= iot_in;
					iot_out[39:32] <= iot_previous_8_bit;
				end
				else if(avg)begin
					iot_out[31:24] <= adder[7:0];
					cin_12 <= adder[8];
				end
				else
					iot_out[31:24] <= iot_out[31:24];
				iot_previous_8_bit <= iot_in;
			end
			13:begin
				if(getdata || extract || exclude)
					iot_out[23:16] <= iot_in;
				else if(shift == 1)begin
					iot_out[23:16] <= iot_in;
					iot_out[31:24] <= iot_previous_8_bit;
				end
				else if(avg)begin
					iot_out[23:16] <= adder[7:0];
					cin_13 <= adder[8];
				end
				else
					iot_out[23:16] <= iot_out[23:16];
				iot_previous_8_bit <= iot_in;
			end
			14:begin
				if(getdata || extract || exclude)
					iot_out[15:8] <= iot_in;
				else if(shift == 1)begin
					iot_out[15:8] <= iot_in;
					iot_out[23:16] <= iot_previous_8_bit;
				end
				else if(avg)begin
					iot_out[15:8] <= adder[7:0];
					cin_14 <= adder[8];
				end
				else
					iot_out[15:8] <= iot_out[15:8];
				iot_previous_8_bit <= iot_in;
			end
			15:begin
				if(getdata || extract || exclude)
					iot_out[7:0] <= iot_in;
				else if(shift == 1)begin
					iot_out[7:0] <= iot_in;
					iot_out[15:8] <= iot_previous_8_bit;
				end
				else if(avg)begin
					iot_out[7:0] <= adder[7:0];
					cin_15 <= adder[8];
				end
				else
					iot_out[7:0] <= iot_out[7:0];
				iot_previous_8_bit <= iot_in;
				if(dataset_num[2:0] == 7 && !in_en)begin
					iot_out <= {MSB3[2:0],iot_out[127:3]};
					MSB3 <= 0;
				end
			end
		endcase
end
always@(iot_out, iot_in, rst,ith_cycle)begin
	if(rst)begin
		compare1 = 0;
		compare2 = 0;
		adder1 = 0;
		adder2 = 0;
	end
	else
		case(ith_cycle)
			0:begin
				compare1 = iot_out[127:120];
				compare2 = iot_in;
				adder1   = iot_out[127:120];
				if(hold)
					adder2 = 0;
				else
					adder2   = iot_in;
				cin      = cin_1;
			end
			1:begin 
				compare1 = iot_out[119:112];
				compare2 = iot_in;
				adder1   = iot_out[119:112];
				if(hold)
					adder2 = 0;
				else
					adder2   = iot_in;
				cin      = cin_2;
			end
			2:begin 
				compare1 = iot_out[111:104];
				compare2 = iot_in;
				adder1   = iot_out[111:104];
				if(hold)
					adder2 = 0;
				else
					adder2   = iot_in;
				cin      = cin_3;
			end
			3:begin 
				compare1 = iot_out[103:96];
				compare2 = iot_in;
				adder1   = iot_out[103:96];
				if(hold)
					adder2 = 0;
				else
					adder2   = iot_in;
				cin      = cin_4;
			end
			4:begin 
				compare1 = iot_out[95:88];
				compare2 = iot_in;
				adder1   = iot_out[95:88];
				if(hold)
					adder2 = 0;
				else
					adder2   = iot_in;
				cin      = cin_5;
			end
			5:begin 
				compare1 = iot_out[87:80];
				compare2 = iot_in;
				adder1   = iot_out[87:80];
				if(hold)
					adder2 = 0;
				else
					adder2   = iot_in;
				cin      = cin_6;
			end
			6:begin 
				compare1 = iot_out[79:72];
				compare2 = iot_in;
				adder1   = iot_out[79:72];
				if(hold)
					adder2 = 0;
				else
					adder2   = iot_in;
				cin      = cin_7;
			end
			7:begin 
				compare1 = iot_out[71:64];
				compare2 = iot_in;
				adder1   = iot_out[71:64];
				if(hold)
					adder2 = 0;
				else
					adder2   = iot_in;
				cin      = cin_8;
			end
			8:begin
				compare1 = iot_out[63:56];
				compare2 = iot_in;
				adder1   = iot_out[63:56];
				if(hold)
					adder2 = 0;
				else
					adder2   = iot_in;
				cin      = cin_9;
			end
			9:begin
				compare1 = iot_out[55:48];
				compare2 = iot_in;
				adder1   = iot_out[55:48];
				if(hold)
					adder2 = 0;
				else
					adder2   = iot_in;
				cin      = cin_10;
			end
			10:begin
				compare1 = iot_out[47:40];
				compare2 = iot_in;
				adder1   = iot_out[47:40];
				if(hold)
					adder2 = 0;
				else
					adder2   = iot_in;
				cin      = cin_11;
			end
			11:begin
				compare1 = iot_out[39:32];
				compare2 = iot_in;
				adder1   = iot_out[39:32];
				if(hold)
					adder2 = 0;
				else
					adder2   = iot_in;
				cin      = cin_12;
			end
			12:begin
				compare1 = iot_out[31:24];
				compare2 = iot_in;
				adder1   = iot_out[31:24];
				if(hold)
					adder2 = 0;
				else
					adder2   = iot_in;
				cin      = cin_13;
			end
			13:begin
				compare1 = iot_out[23:16];
				compare2 = iot_in;
				adder1   = iot_out[23:16];
				if(hold)
					adder2 = 0;
				else
					adder2   = iot_in;
				cin      = cin_14;
			end
			14:begin
				compare1 = iot_out[15:8];
				compare2 = iot_in;
				adder1   = iot_out[15:8];
				if(hold)
					adder2 = 0;
				else
					adder2   = iot_in;
				cin      = cin_15;
			end
			15:begin
				compare1 = iot_out[7:0];
				compare2 = iot_in;
				adder1   = iot_out[7:0];
				adder2   = iot_in;
				cin      = 0;
			end
		endcase
end
always@(posedge clk)begin
	f1_ret <= 0;
	f2_ret <= 0;
	f3_ret <= 0;
	f4_ret <= 0;
	f5_ret <= 0;
	f6_ret <= 0;
	f7_ret <= 0;
	ith_cycle <= 0;
	if(rst)begin
		dataset_num <= 0;
		peak_change <= 0;
	end
	else 
		case(state)
			GETDATA:begin
				if(in_en)
					ith_cycle <= ith_cycle + 1;
				else
					ith_cycle <= ith_cycle;
				if(ith_cycle == 15)begin
					dataset_num <= dataset_num + 1;
					f4_ret <= extractable;
					f5_ret <= excludeable;
				end
				else	
					dataset_num <= dataset_num;
			end
			Fun1, Fun2 ,Fun4, Fun5:begin
				if(dataset_num[2:0] == 7 && ith_cycle == 15)begin
					f1_ret <= 1;
					f2_ret <= 1;
					f4_ret <= extractable;
					f5_ret <= excludeable;
					dataset_num <= dataset_num + 1;
				end
				else if(ith_cycle == 15)begin
					dataset_num <= dataset_num + 1;
					f4_ret <= extractable;
					f5_ret <= excludeable;
				end	
				else begin
					dataset_num <= dataset_num;
				end
				ith_cycle <= ith_cycle + 1;
			end
			Fun3:begin
				if(ith_cycle == 15)begin
					if(dataset_num[2:0] == 7 && in_en)begin
						dataset_num <= dataset_num;
					end
					else if(dataset_num[2:0] == 7 && !in_en)begin
						f3_ret <= 1;
						dataset_num <= dataset_num + 1;
					end
					else
						dataset_num <= dataset_num + 1;
				end
				ith_cycle <= ith_cycle + 1;
			end
			Fun6, Fun7:begin
				if(dataset_num[2:0] == 7 && ith_cycle == 15)begin
					f6_ret <= peak_change;
					f7_ret <= peak_change;
					peak_change <= 0;
					dataset_num <= dataset_num + 1;
				end
				else if(shift == 1)
					peak_change <= 1;
				if(ith_cycle == 15)begin
					dataset_num <= dataset_num + 1;
				end	
				else begin
					dataset_num <= dataset_num;
				end
				ith_cycle <= ith_cycle + 1;
			end
		endcase
end
endmodule
File: /design/flow/run.sh
#!/bin/bash
# OpenROAD 26Q1-2900-gdf79404cd8, Yosys 0.63+post, stock flow scripts
make -C /OpenROAD-flow-scripts/flow DESIGN_CONFIG=/design/flow/config.mk WORK_HOME=/design/flow/orfs finish
==> impl_metrics.ini <==
; yosys + openroad results
[run_status]
status = finished clean

[synth]
syn_inst = 1115
yosys-stat-area_mm2 = 0.01083
edf_count = 136
syn_area_per_cell_um2 = 9.713
ys.flop_type = edfxtp_1
ys_types = 73
async_flop_share = 0
ys_cells = 1115
ys_warn_count = 1
netlist_area_mm2 = 0.01083
ys_seq_elements = 181

[sta]
hold_viol_final = 0
setup_viol = 0
skew_ps = 21.46
tightest_slew_ps = 1024
hold_ws_ps = 443.9
slew_headroom = 0.3130
fmax_ghz = 0.1812
unclocked_regs = 1
finalCritPeriodShare = 0.6343
fin_setup_tns_ps = 0
period_needed_ps = 5518
rsz0062_at_grt = no
untimed_endpoints = 1
maxSlewViolCount = 0

[finish]
syn_to_final_growth_pct = 22.52
finish.utilization = 0.5049
seq_area_mm2 = 0.004980
nFillCells = 2370
fin_area_mm2 = 0.01327
drive_gt1_frac = 0.1089
combGateArea_mm2 = 0.005400

[route]
via_per_inst = 6.682
ant_nets = 0
vias = 10460
drtIter0Drc = 1125
route.detailed.drc = 0
wl_per_cell_um = 29.85
wl_um = 46740
first_pass_iters = 16

[floorplan]
rows = 59
fp-utilization = 0.4121
core-area_mm2 = 0.02628
chip_area_mm2 = 0.02774
fp.dieW_um = 166.5
fp.dieH_um = 166.5
io_pins = 144

[clocking]
path_clk_slew_ps = 80
cts_tree = yes
cts_setup_buffers = 0
clock_latency_ps = 450
postCtsHoldBufs = 0
cts_buffers = 17
clockBufferDepth = 2
htree_levels = 4
cts_root_buf = clkbuf_16
postCtsResizedCells = 0

[global_route]
overflow = 0
track_usage = 0.3536
grt_pass1_vias = 9993
antenna_found_initial = 0
grt_max_degree = 151
grt_pass1_wl_um = 68230

[flow_run]
drv_cap = 0
tool_warnings = 31

[worst_setup_path]
end_kind = register
crit_path_max_fanout = 50
arrival_ps = 5880
worst_ep_required_time_ps = 9060
crit_type = in -> reg
critPathLaunchType = input port

[placement]
dpl.hpwl_um = 32370
placed_area_mm2 = 0.01265
portBuffers = 143
gp_congestion = 1.016

[power_and_ir_drop]
leakage_uw = 0.004377
vdd_ir_drop_max_v = 0.0001216
power_density_mw_per_mm2 = 160.8

[min_path]
hold_class = reg -> reg
-- worst paths after layout --
path                                   start  depth (start not counted)  slack (ps)       to
worst max-delay path                     rst                         18        3180  MSB3[2]
worst min-delay path             peak_change                          2         440   f7_ret
worst max register to register  ith_cycle[2]                         20        3230  MSB3[1]
worst min register to register   peak_change                          2         440   f7_ret
-- stage by stage --
step / instances / power (uW) / worst slack, ps
5_1_grt: 1565 / 2199 / 2851
3_3_place_gp: 1533 / 1339 / 2771
2_1_floorplan: 1115 / 1189 / 3444
6_report: 1566 / 2134 / 3182
3_5_place_dp: 1533 / 1337 / 2757
4_1_cts: 1565 / 2131 / 3187
-- worst max-delay path: stages --
cell      delay (ps)
buf_2             80
buf_4            480
a21oi_1          300
and2_1           260
fa_1             450
fa_1             570
nor2b_1          200
inv_1            120
a211o_1          140
and3_4           210
o211ai_2         100
o211ai_4         290
inv_1            110
ha_1             210
ha_1             190
a21oi_1          130
nor2_1            60
a211oi_1         220
-- cell families after synthesis --
| group | count (synthesis) | share of synthesized area |
|---|---|---|
| AND-OR/OR-AND | 474 | 0.3135 |
| XOR/XNOR | 9 | 0.007972 |
| adder cells (fa/ha/maj) | 23 | 0.02796 |
| buffers and inverters | 120 | 0.04413 |
| flip-flops | 180 | 0.4584 |
| latches | 1 | 0.001386 |
| multiplexers | 16 | 0.01479 |
| AND/OR/NAND/NOR | 292 | 0.1318 |
-- registers in the layout, indices dropped and copies added, names as in the netlist, 2 cells and up --
signal and cells:
dataset_num 3, iot_previous_8_bit 8, state 8, MSB3 3
shift 2, iot_out 128, ith_cycle 4
-- where the power goes --
group	switching, uW	total, uW	internal, uW
logic	221	344	123
clock network	411	802	391
registers	41.0	988	947
total	672	2130	1460
-- synthesized netlist by cell type, types with 3 or more instances --
cell,count,area (um^2)
and3_1,14,87.58
mux2i_1,16,160.2
edfxtp_1,136,4084
or3_1,6,37.54
ha_1,21,262.8
a221oi_1,25,219.0
nand2_1,77,289.0
o21ai_1,24,120.1
a31oi_1,11,68.82
a221o_1,3,30.03
xnor2_1,6,52.55
dfxtp_1,44,880.8
buf_2,4,20.02
nand3_1,18,90.09
o21ai_0,69,345.3
a22o_1,23,201.4
inv_1,8,30.03
nor2_1,75,281.5
nand3b_1,3,22.52
a21o_1,7,52.55
nor4_1,3,18.77
a211oi_2,3,37.54
a311oi_1,8,70.07
nor2b_1,21,131.4
o31ai_2,6,75.07
o31ai_1,21,157.7
nand4_1,9,56.30
a21oi_1,83,415.4
or2_2,4,25.02
buf_1,9,33.78
and2_1,25,156.4
nor3_1,19,95.09
a311oi_2,9,135.1
o21ai_2,7,61.31
o22ai_1,10,62.56
a211oi_1,21,157.7
o221a_2,6,67.56
a22oi_1,114,855.8
nand2b_1,9,56.30
clkbuf_1,94,352.8
-- final cells by class --
type	count	area share
multi-input cells	814	0.4070
clock buffers	17	0.03206
repair buffers	194	0.1373
well taps	335	0.03159
diodes	1	0.0001886
inverters	9	0.002546
flip-flops and latches	181	0.3753
clock inverters	15	0.01405
-- layer usage --
| metal | vias up | global-route usage | part of all wire |
|---|---|---|---|
| li1 | 4578 | - | - |
| met1 | 4979 | 0.5008 | 0.38 |
| met2 | 755 | 0.5031 | 0.43 |
| met3 | 152 | 0.1300 | 0.13 |
| met4 | 0 | 0.1602 | 0.059 |
| met5 | - | 0 | 0 |
-- layout by cell type (no fill, tap or decap), types with 4 or more instances in the layout --
| cell | count |
|---|---|
| clkdlybuf4s50_1 | 142 |
| edfxtp_1 | 136 |
| a22oi_1 | 114 |
| a21oi_1 | 83 |
| nand2_1 | 77 |
| nor2_1 | 75 |
| o21ai_0 | 69 |
| buf_4 | 50 |
| dfxtp_1 | 44 |
| and2_1 | 25 |
| a221oi_1 | 25 |
| o21ai_1 | 24 |
| a22o_1 | 23 |
| nor2b_1 | 21 |
| a211oi_1 | 21 |
| o31ai_1 | 21 |
| ha_1 | 21 |
| nand3_1 | 18 |
| nor3_1 | 17 |
| clkbuf_16 | 17 |
| mux2i_1 | 16 |
| and3_1 | 13 |
| a31oi_1 | 11 |
| o22ai_1 | 10 |
| nand2b_1 | 9 |
| nand4_1 | 9 |
| a311oi_2 | 9 |
| inv_1 | 8 |
| a311oi_1 | 8 |
| a21o_1 | 7 |
| o21ai_2 | 7 |
| clkinv_8 | 7 |
| or3_1 | 6 |
| o221a_2 | 6 |
| xnor2_1 | 6 |
| o31ai_2 | 6 |
| inv_6 | 5 |
| or2_2 | 4 |
Power and IR drop assume default switching activity.
